==> /design/flow/design.v <==
module my_clock_divider (inclk,outclk,clk_count_to);
	input inclk;
	input [31:0] clk_count_to;
	output reg outclk=0;
	reg [31:0] count;
always @(posedge inclk) begin
	if(count<(clk_count_to-1))   
	count = count+1;
	else begin   
	outclk=!outclk;   
	count =0;    
	end
end
endmodule
==> /design/flow/run.sh <==
#!/bin/bash
# OpenROAD 26Q1-2900-gdf79404cd8, Yosys 0.63+post, stock flow scripts
make -C /OpenROAD-flow-scripts/flow DESIGN_CONFIG=/design/flow/config.mk WORK_HOME=/design/flow/orfs finish
==> /design/flow/config.mk <==
export PLATFORM = sky130hd
export DESIGN_NAME = my_clock_divider
export DESIGN_NICKNAME = my_clock_divider
export VERILOG_FILES = /design/flow/design.v
export SDC_FILE = /design/flow/constraint.sdc
export NUM_CORES = 4
export LEC_CHECK = 1
export CORE_UTILIZATION = 40
==> /design/flow/constraint.sdc <==
current_design my_clock_divider

set clk_period 11.0
set clk_io_pct 0.2

create_clock -name clk0 -period $clk_period [get_ports {inclk}]

set non_clock_inputs [all_inputs -no_clocks]
set_input_delay [expr $clk_period * $clk_io_pct] -clock clk0 $non_clock_inputs
set_output_delay [expr $clk_period * $clk_io_pct] -clock clk0 [all_outputs]
==> flow_metrics.rpt <==
=== SYNTHESIS / PLACE & ROUTE SUMMARY ===
----------------------------------------------------
[STA]
  TNS Setup ........................ 0 ns
  Worst-margin pin slew ........................ 0.996 ns
  Clock Skews ........................ 0.00674 ns
  Max-slew headroom at the worst pin ........................ 0.336
  Hold Vio Cnt, Final ........................ 0
  Clock period minus worst slack ........................ 6.47 ns
  Top achievable clock speed ........................ 154 MHz
  Final setup viols ........................ 0
  Final period utilization ........................ 0.589
  Unrepaired setup endpoints after global routing ........................ no
  Max-slew violations ........................ 0

[Worst setup path]
  Startpoint types ........................ primary input
  Arrival time of data at the critical path endpoint ........................ 6.49 ns
  Worst-case reg-to-reg path depth ........................ 7
  Worst Path Required ........................ 11.01 ns
  Worst setup EP type ........................ flip-flop
  Capture instance of the worst register-to-register path ........................ outclk
  Source of the worst register-to-register timing path ........................ count[15]
  Critical path class ........................ in -> reg
  Worst-path maximum fanout ........................ 17
  Reg2reg setup slack ........................ 8.04 ns

[Global routing]
  First-pass GRT wire length ........................ 10.4 mm
  Initial antenna violation count ........................ 0
  Largest net degree at the start of global routing ........................ 18
  Number of global-route vias before repair ........................ 2178
  Total global routing track utilization ........................ 0.183
  Residual overflow from global routing ........................ 0

[Clock network]
  Clock Path Buffers ........................ 2
  Num Clock Sinks ........................ 33
  Source-to-sink clock delay at the later pin of the worst-skew pair ........................ 0.28 ns
  CTS H-tree depth ........................ 2
  Root buf cell ........................ sky130_fd_sc_hd__clkbuf_8
  Clock tree from TritonCTS ........................ done
  CTS clock-pin slew for the worst setup and hold paths ........................ 0.07 ns
  CTS-repair resized insts ........................ 0
  Number of buffers created by CTS ........................ 5
  CTS hold repair buffers ........................ 0
  Number of setup buffers added after CTS ........................ 0

[Min path]
  Hold Path Stages ........................ 1
  Launch point of the worst hold path ........................ count[0]
  Endpoint of the worst hold-timing path ........................ count[0]
  Worst hold path class ........................ reg -> reg

[Power]
  Sequential share of power ........................ 0.438
  Leakage power of the design ........................ 1.18 nW
  Total power divided by cell area ........................ 127 mW/mm²
  Logic pwr share ........................ 0.317
  Clk network pwr share ........................ 0.245
  Switching power share of the total ........................ 0.344
  Worst voltage drop across the vdd grid ........................ 65.0 µV
  Internal power component ........................ 0.000270 W
  Net switching power of the design ........................ 0.000142 W

[Route]
  Routed wire length per instance ........................ 13.5 µm
  Total via count after detailed routing ........................ 2356
  # DRC ........................ 0
  Antenna-violating nets left ........................ 0
  Initial drt markers ........................ 95
  Drt via density ........................ 5.32
  Total wire length ........................ 5.97 mm
  Detailed Routing Iterations Pass 1 ........................ 20
  Diode count ........................ 0

[Place]
  Number of cells in the design after placement ........................ 435
  Routability-driven placement congestion ratio ........................ 0.844
  HPWL after detailed placement ........................ 4.73 mm
  Buffers on Ports ........................ 33

[Die]
  Count of boundary I/O pins ........................ 34
  Floorplan core density ........................ 0.421
  Width of the die ........................ 84.4 µm
  Placement Rows ........................ 29
  Height of the die ........................ 84.4 µm
  Die Outline Area ........................ 0.00713 mm²
  CORE AREA ........................ 0.00646 mm²

[Synthesis]
  Total number of yosys warnings ........................ 1
  Cell count listed in synth_stat.txt ........................ 333
  Distinct cells, synth ........................ 39
  Number of synthesized flops with an enable pin ........................ 1
  Seq share, synth ........................ 0.247
  Synthesized flop and latch total ........................ 33
  Syn Area/Cell ........................ 8.16 µm²
  Area of the mapped netlist ........................ 0.00272 mm²
  Yosys synthesis chip area ........................ 0.00272 mm²
  Most common reg cell ........................ sky130_fd_sc_hd__dfxtp_1
  Asr flop ratio synth ........................ 0
  Post-synthesis instance total ........................ 333

[Job]
  Number of max-cap violations ........................ 0
  Number of OpenROAD warnings ........................ 25

[Final layout]
  Most numerous logic cells after layout ........................ sky130_fd_sc_hd__nor3_1, sky130_fd_sc_hd__xnor2_1, sky130_fd_sc_hd__ha_1, sky130_fd_sc_hd__clkdlybuf4s50_1, sky130_fd_sc_hd__dfxtp_1
  Number of non-filler instances in the completed layout ........................ 443
  Most frequently placed logic cell in the final layout ........................ sky130_fd_sc_hd__nor3_1
  Area growth syn-to-layout ........................ 19.2%
  Share of cells above drive strength 1 ........................ 0.0574

[Run status]
  Outcome ........................ finished clean

----------------------------------------------------
==> synth_stat cells (2+ instances only) <==
| cell | n | share of area |
|---|---|---|
| sky130_fd_sc_hd__o21ai_0 | 8 | 0.015 |
| sky130_fd_sc_hd__nand4_2 | 2 | 0.0092 |
| sky130_fd_sc_hd__nand2b_1 | 2 | 0.0046 |
| sky130_fd_sc_hd__nor3_1 | 50 | 0.092 |
| sky130_fd_sc_hd__xnor2_1 | 40 | 0.13 |
| sky130_fd_sc_hd__nor2_1 | 19 | 0.026 |
| sky130_fd_sc_hd__and3_1 | 4 | 0.0092 |
| sky130_fd_sc_hd__a21o_1 | 2 | 0.0055 |
| sky130_fd_sc_hd__nor4_1 | 10 | 0.023 |
| sky130_fd_sc_hd__xor2_1 | 19 | 0.061 |
| sky130_fd_sc_hd__nand4_1 | 10 | 0.023 |
| sky130_fd_sc_hd__a22oi_1 | 2 | 0.0055 |
| sky130_fd_sc_hd__nand3_1 | 8 | 0.015 |
| sky130_fd_sc_hd__a21oi_1 | 14 | 0.026 |
| sky130_fd_sc_hd__dfxtp_1 | 32 | 0.24 |
| sky130_fd_sc_hd__or3_1 | 7 | 0.016 |
| sky130_fd_sc_hd__nand2_1 | 27 | 0.037 |
| sky130_fd_sc_hd__clkbuf_1 | 10 | 0.014 |
| sky130_fd_sc_hd__inv_1 | 10 | 0.014 |
| sky130_fd_sc_hd__and2_1 | 2 | 0.0046 |
| sky130_fd_sc_hd__ha_1 | 33 | 0.15 |
| sky130_fd_sc_hd__and4_1 | 4 | 0.013 |
| sky130_fd_sc_hd__or2_2 | 2 | 0.0046 |
==> per-stage QoR <==
step / hold WS, ns / worst slack [ns] / utilization / area [µm²] / power [W]
after global routing: 0.543 / 4.13 / 0.502 / 3240 / 0.000451
final: 0.494 / 4.53 / 0.502 / 3240 / 0.000412
after floorplan: 0.442 / 5.85 / - / 2720 / 0.000268
after CTS: 0.504 / 4.54 / 0.502 / 3240 / 0.000418
after detailed placement: 0.495 / 4.25 / 0.486 / 3140 / 0.000315
after global placement: 0.488 / 4.36 / 0.486 / 3140 / 0.000314
==> power by group through the flow <==
stage	registers, W	logic [W]	clock network (W)
6_report	0.000181	0.000131	0.000101
5_1_grt	0.000186	0.000154	0.000111
4_1_cts	0.000181	0.000132	0.000104
==> metal layers <==
layer | part of all wire | global-route usage | vias up
met3 | 0.035 | 0.0229 | 5
met5 | 0 | 0 | -
li1 | - | - | 1263
met1 | 0.51 | 0.285 | 1059
met4 | 0.0075 | 0.0154 | 0
met2 | 0.44 | 0.288 | 29
==> final cells by class <==
cell class	count	area [µm²]
clock buffers	7	96.3
repair buffers	35	345
multi-input cells	280	1990
flip-flops and latches	33	671
inverters	10	37.5
well taps	77	96.3
clock inverters	1	5.00
fillers	599	3220
==> critical path, stage by stage <==
cell	delay [ns]
sky130_fd_sc_hd__clkdlybuf4s50_1	0.44
sky130_fd_sc_hd__inv_1	0.08
sky130_fd_sc_hd__ha_1	0.21
sky130_fd_sc_hd__nor4b_1	0.66
sky130_fd_sc_hd__nand4_1	0.35
sky130_fd_sc_hd__or3_1	0.40
sky130_fd_sc_hd__xor2_1	0.15
sky130_fd_sc_hd__ha_1	0.27
sky130_fd_sc_hd__nand2_1	0.05
sky130_fd_sc_hd__nor2_1	0.14
sky130_fd_sc_hd__nand2_1	0.11
sky130_fd_sc_hd__a2111oi_4	0.91
sky130_fd_sc_hd__buf_4	0.36
sky130_fd_sc_hd__or2_2	0.14
==> cells by family after synthesis <==
group                    synth area share
AND/OR/NAND/NOR                     0.317
AND-OR/OR-AND                      0.0672
adder cells (fa/ha/maj)             0.152
flip-flops                          0.247
buffers and inverters              0.0276
XOR/XNOR                            0.190
==> flip-flops by register name, summed over array words and instances (netlist names) <==
signal	count
count	32
outclk	1
==> worst max path at each step <==
stage	start	end	slack, ns	cells after the start
6_report	clk_count_to[0]	outclk	4.53	14
5_1_grt	clk_count_to[0]	outclk	4.13	14
4_1_cts	clk_count_to[0]	outclk	4.54	14
Power is estimated from default activity; no workload was simulated.
