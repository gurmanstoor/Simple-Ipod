==> /design/flow/design.v <==
module address_change (clk, direction, running, hold, address, start_address, end_address);
input clk, direction, hold;
input [23:0] start_address, end_address;
output reg [24:0] address;
output reg [7:0] running;
wire [23:0] test_start, test_end;
assign test_start = 24'd57216;
assign test_end = 24'd59071;
reg [24:0]  next_address;
reg [1:0] state, next_state;
parameter state_initial = 2'b00;
parameter state_inc = 2'b01;
parameter state_loop = 2'b11;
parameter state_extra = 2'b10;
always @(posedge clk) begin
address <= (next_address);
state <= next_state;
end
always @(*) begin
	if(hold) begin next_address = address;
			next_state = state;
			running = 8'h0;
		end
	else begin
	case(state)
		state_initial: begin
				next_address = (start_address);
				next_state = state_inc;
				running = 8'h0;
			end
		state_inc: begin if(address < (end_address)) begin
				next_address = address + 1;
				next_state = state_inc;
				running = 8'hFF;
				end else begin 
				next_address = start_address;
				next_state = state_initial;
				running = 8'h0;
				end
			end
		state_loop: begin 
				next_address = start_address;
				next_state = state_inc;
				running = 8'hFF;
			end
		default: begin
			next_address = start_address;
			next_state = state_initial;
			running = 8'h0;
			end
	endcase
	end
end
endmodule
==> /design/flow/run.sh <==
#!/bin/bash
# OpenROAD 26Q1-2900-gdf79404cd8, Yosys 0.63+post, stock flow scripts
make -C /OpenROAD-flow-scripts/flow DESIGN_CONFIG=/design/flow/config.mk WORK_HOME=/design/flow/orfs finish
==> /design/flow/config.mk <==
export PLATFORM = sky130hd
export DESIGN_NAME = address_change
export DESIGN_NICKNAME = address_change
export VERILOG_FILES = /design/flow/design.v
export SDC_FILE = /design/flow/constraint.sdc
export NUM_CORES = 4
export LEC_CHECK = 1
export CORE_UTILIZATION = 40
==> /design/flow/constraint.sdc <==
current_design address_change

set clk_period 4.3
set clk_io_pct 0.2

create_clock -name clk0 -period $clk_period [get_ports {clk}]

set non_clock_inputs [all_inputs -no_clocks]
set_input_delay [expr $clk_period * $clk_io_pct] -clock clk0 $non_clock_inputs
set_output_delay [expr $clk_period * $clk_io_pct] -clock clk0 [all_outputs]
==> results.yml <==
# yosys + openroad results
outcome:
  status: "completed"
yosys:
  postSynthSeqShare_pct: 34.6
  top_cell: "inv_1"
  yosys-top-cells-area: "edfxtp_1, ha_1, mux2_4"
  yosys.area.top_type: "edfxtp_1"
  ff_type: "edfxtp_1"
  async_reset_ff_share_pct: 0
  yosysTopAreaCellShare_pct: 32.9
  edf_count: 25
  netlist_top_cells_count: "inv_1, edfxtp_1, ha_1"
  synth_stat.cells: 215
  yosysWarnings: 1
  netlist_instances: 215
  yosys_area_um2: 2280
  syn_area_per_cell_um2: 10.6
  synth_cell_types: 37
  synth_flops: 27
  synth_area_um2: 2280
global_route:
  grt_pass1_vias: 1712
  overflow: 0
  grt_pass1_wl_um: 8090
  grt_use_total_pct: 17.5
  grt_max_degree: 27
  antenna_found_initial: 0
worst_setup_path:
  path_cells: "clkdlybuf4s50_1, inv_1, ha_1, nand4_1, nor3_1, a22oi_1, o311ai_2, nor3b_4, and2_4, clkdlybuf4s50_1"
  rr_startpoint: "address[2]$_DFFE_PN_"
  endpoint_kind: "output pin"
  ff2ff_setup_slack_ns: 1.52
  r2r_end: "address[2]$_DFFE_PN_"
  worst_path_most_repeated_cell: "clkdlybuf4s50_1"
  setup.worst_path.start_class: "input pin"
  r2r_cells: 8
  cp.required_ns: 3.44
  critPathLaunch: "end_address[20]"
  path_max_fanout: 8
  cp_slowest_stage_delay_ns: 0.48
  slowest_stage: "clkdlybuf4s50_1"
  critical_path_class: "input pin to output pin"
  cp.arrival_ns: 3.27
  crit_end: "running[2]"
placed_design:
  place.gp.congestion: 0.761
  place_hpwl_um: 3670
  io_buffers: 82
drt:
  drtPass1Iterations: 4
  wl_per_cell_um: 13.3
  antenna_left: 0
  drt-total-wl_um: 4860
  drc_errors: 0
  avgViaCountPerCell: 4.82
  first_iter_violations: 44
  num_antenna_cells: 0
  num_vias: 1763
pwr:
  ir_worst_vdd_mv: 0.124
  power_density_nw_per_um2: 271
  leakage_nw: 1.33
  p_total_uw: 866
clock_network:
  cts_resized: 0
  cts_buffers: 3
  cts_max_path_buffers: 2
  clock_latency_ns: 0.27
  numClockSinks: 27
  cts_tree: "yes"
  clk_pin_slew_ns: 0.10
  cts_setup_buffers: 0
  h-tree-depth: 1
  clock-root-buffer: "clkbuf_8"
  hold_buffers: 0
die:
  fp.dieH_um: 77.5
  chip_area_um2: 6010
  core_um2: 5510
  fp_util_pct: 41.4
  rows: 27
  ios: 84
  die_w_um: 77.5
final_layout:
  syn2layout_area_growth_pct: 40.1
  fill_cells: 484
  final_layout_size_suffix_gt1_share_pct: 12.9
final_timing:
  slew_headroom_pct: 70.7
  finalCriticalPeriod_ns: 4.13
  finClkSkew_ns: 0.00478
  hold_violations: 0
  setup_tns_ns: 0
  setup-violations-final: 0
  slew_viol_final: 0
  rsz0062_at_grt: "false"
  finalCritPeriodShare_pct: 96.0
  tightest_slew_ns: 0.440
  max_freq_mhz: 242
flow_run:
  max-cap-violations: 0
  log.warning_count: 26
worst_hold_path:
  min_path_type: "flop to flop"
## placed cells by master (no fill, tap or decap), types with 2 or more instances in the layout
master,instances
dfxtp_1,2
xnor2_1,15
nor3_1,2
buf_4,3
edfxtp_1,25
nand2_1,11
nor2_1,9
mux2_2,7
and3_1,6
o21ai_0,5
ha_1,24
xor2_1,7
nand4_1,5
mux2_4,17
clkdlybuf4s50_1,82
inv_1,26
a21oi_1,9
nand3_1,15
a31oi_1,2
clkbuf_8,3
## registers in the layout (all words and copies together), names as in the netlist
register and flops:
address 25, state 2
## layout make-up
class                   count  area, um2  area share [%]
clock buffers               4       45.0            1.41
inverters                  26       97.6            3.05
repair buffers             85        843            26.4
well taps                  72       90.1            2.82
flip-flops and latches     27        791            24.7
multi-input cells         152       1330            41.6
## where the power goes
part           total [mW]  internal [mW]  switching [mW]
Clock               0.148         0.0665          0.0820
Sequential          0.380          0.334          0.0454
Combinational       0.338          0.226           0.112
## per-stage QoR
step	hold WS, ns	utilization [%]	worst slack [ns]	cells	area, um2
floorplan	0.418	-	0.703	215	2280
finish	0.477	58.1	0.173	366	3200
CTS	0.476	57.8	0.0101	366	3180
global placement	0.438	57.0	0.0609	362	3140
global route	0.524	58.1	0.00964	366	3200
detailed placement	0.444	57.0	0.0254	362	3140
## logic make-up (layout without fill, tap and decap cells)
logic type                 Yosys count  in the layout  synth area share, %
and+or+nand+nor                     58             58                 14.6
buffers and inverters               36            115                 7.73
DFF                                 27             27                 34.6
muxes                               25             25                 15.1
adders and majority gates           24             24                 13.2
AOI/OAI and AO/OA                   23             23                 6.30
xor gates and xnor gates            22             22                 8.44
## worst min path at each step
stage	startpoint	end	cells past startpoint
finish	state[0]$_DFF_P_	state[0]$_DFF_P_	2
global route	state[0]$_DFF_P_	state[0]$_DFF_P_	2
CTS	state[0]$_DFF_P_	state[0]$_DFF_P_	2
## worst max-delay path, delay by kind of cell
family / cells / cell delay (ns)
adders and majority gates: 1 / 0.32
buffers and inverters: 3 / 0.98
and+or+nand+nor: 4 / 0.68
AOI/OAI and AO/OA: 2 / 0.41
## routing by layer
layer | global-route usage (%) | vias to the layer above | wire length [um]
met5 | 0 | - | 0
met4 | 1.32 | 0 | 37
met3 | 3.58 | 4 | 312
met2 | 28.1 | 52 | 2220
met1 | 26.3 | 786 | 2290
li1 | - | 921 | -
Power and IR drop assume default switching activity.
