<file path="flow/design.v">
module intensity(clk, data, out);
input clk;
input [7:0] data;
output reg [7:0] out;
reg [7:0] average=0;
reg [7:0] count=0;
reg [7:0] count1=0;
reg [15:0] sum=0;
reg [1:0] state;
parameter check_samples = 2'b00;
parameter get_average = 2'b01;
parameter output_led = 2'b11;
parameter shift_led = 2'b10;
always@(posedge clk) begin
case(state)
	check_samples: begin
		if(count < 8'd255) begin
		sum <= sum + data;
		count <= count +1;
		state <= check_samples;
		end else begin
		count <= 0;
		state <= get_average;
		end
		count1 = 0;
	end
	get_average: begin
		if(sum[15] == 1'b1) begin  
			average <= ((sum[15:8] ^ 8'b11111111) + 1);
		end else begin 
			average <= sum[15:8]; end
		state <= shift_led;
	end
	shift_led: begin
		if (average == 8'b00000000) begin
			count1 <= 8;
			state <= output_led;
		end else if(average[7] != 1'b1) begin
			count1 <= count1+1;
			average <= average<<1;
			state <= shift_led;
		end else begin
			state <= output_led;	
		end
	end
	output_led: begin
		sum <= 0;
		out <= (8'b11111111<<count1);
		state <= check_samples;
	end
	default: begin
		count =0;
		sum =0;
		count1 =0;
		state <= check_samples;
	end
endcase
end
endmodule 
</file>
<file path="flow/constraint.sdc">
current_design intensity

set clk_period 8.1
set clk_io_pct 0.2

create_clock -name clk0 -period $clk_period [get_ports {clk}]

set non_clock_inputs [all_inputs -no_clocks]
set_input_delay [expr $clk_period * $clk_io_pct] -clock clk0 $non_clock_inputs
set_output_delay [expr $clk_period * $clk_io_pct] -clock clk0 [all_outputs]
</file>
<file path="flow/run.sh">
#!/bin/bash
# OpenROAD 26Q1-2900-gdf79404cd8, Yosys 0.63+post, stock flow scripts
make -C /OpenROAD-flow-scripts/flow DESIGN_CONFIG=/design/flow/config.mk WORK_HOME=/design/flow/orfs finish
</file>
<file path="flow/config.mk">
export PLATFORM = sky130hd
export DESIGN_NAME = intensity
export DESIGN_NICKNAME = intensity
export VERILOG_FILES = /design/flow/design.v
export SDC_FILE = /design/flow/constraint.sdc
export NUM_CORES = 4
export LEC_CHECK = 1
export CORE_UTILIZATION = 30
</file>
==> results.toml <==
# generated from flow reports
[clock_network]
clock_path_buffers = 2
post-cts-setup-buffer-count = 0
cts-resized-gates = 0
cts_tree = "built"
clk_latency_ns = 0.30
cts_buffers = 5
path_clk_slew_ns = 0.09
clock-root-buffer = "clkbuf_8"
hold_buffers = 0
htree_levels = 2
clock_sinks = 50

[die]
fp_util_pct = 31.6
chipArea_um2 = 9760
die_w_um = 98.8
rows = 34
fp.dieH_um = 98.8
pin_count = 17
core-area_um2 = 8890

[global_route]
grt_pass1_wl_um = 8250
grt_max_degree = 27
grt_overflow = 0
grt_pass1_vias = 1751
antenna_found_initial = 0
track_usage_pct = 10.7

[sta]
hold_violations = 0
rsz0062_at_grt = "false"
timing.fmax_mhz = 267
finalWorstSetupSlack_ns = 4.35
worst_slew_pin_slew_ns = 0.463
drv_slew = 0
max_slew_margin_pct = 68.8
period_needed_ns = 3.75
finalClockSkew_ns = 0.00579
min_period_over_period_pct = 46.3
setup-violations-final = 0
setup_tns_ns = 0

[finish]
fin_util_pct = 36.4
layout.cells.non_filler = 382
design_area_um2 = 3240
area_growth_pct = 15.1
nFillCells = 848
layout-drive-gt1-share_pct = 8.39

[detailed_routing]
wl_per_cell_um = 12.3
drtIter0Drc = 146
drc = 0
vias = 1892
n_antenna_cell = 0
wirelength_um = 4680
drtAntennaViolNets = 0
via_per_inst = 4.95
dr.pass1.iters = 4

[placement]
placed_cells = 374
portBuffers = 16
pre_cts_ws_ns = 4.06
finalWeightedCongestion = 0.807
dp_hpwl_um = 3230
postPlaceCellArea_um2 = 3100

[power]
p_leak_nw = 1.16
ir_drop_mv = 0.0928
p_per_area_nw_per_um2 = 310

[synth]
avgSynthCellArea_um2 = 11.0
yosys-top-cells-area = "edfxtp_1 51%, ha_1 7.6%, xnor2_1 3.7%, nor2_1 3.1%, nand2_1 2.9%"
yosys_cells = 255
yosys.area.top_type = "edfxtp_1"
synth-edff-count = 48
yosys.cell_types.count = 43
ys_warn_count = 1
synthArstFlopShare_pct = 0
top_area_share_pct = 51.3
synth_flops = 50
yosys_area_um2 = 2810
syn_inst = 255
synth_area_um2 = 2810
synthFlopType = "edfxtp_1"
synth_seq_share_pct = 52.7

[min_path]
min_path_type = "register to register"

[setup_path]
cp-end-kind = "register"
cp.arrival_ns = 3.80
worst_path_max_delay_cell = "o41ai_2"
cp.required_ns = 8.15
start_kind = "input pin"
path_class = "input pin to register"
slowest_delay_ns = 0.47
r2r_slack_ns = 5.69
crit_chain = "clkdlybuf4s50_1 > ha_1 > fa_1 > a211oi_2 > nor3_1 > o41ai_2 > or3_1 > a21oi_1"
crit_fanout = 5

[job]
maxCapViolCount = 0
tool_warnings = 30

[run_status]
status = "finished clean"
==> worst max-delay path: cells and delay by family <==
family	cells	cell delay, ns
adders and majority gates	2	0.67
and+or+nand+nor	2	0.28
AOI/OAI and AO/OA	3	0.83
buffers and inverters	1	0.40
==> synth_stat cells (all sizes together), types with 4 or more instances <==
cell,count
ha,17
xnor2,12
edfxtp,48
nor2,23
o21a,5
nor4,4
nand2,22
and3,4
nand4,4
inv,9
nor3,9
o21ai,16
nand3,10
clkbuf,8
a21oi,13
nor2b,7
xor2,8
==> cell families after synthesis <==
logic type	Yosys count	synth area share, %
XOR/XNOR	20	6.23
multiplexers	1	0.356
adder cells (fa/ha/maj)	18	8.28
buffers and inverters	18	2.54
AND/OR/NAND/NOR	95	16.9
AND-OR/OR-AND	53	13.0
flip-flops	50	52.7
==> registers in the layout, summed over array words and instances, names as in the netlist <==
| register | cells |
|---|---|
| out | 8 |
| count1 | 8 |
| state | 2 |
| average | 8 |
| count | 8 |
| sum | 16 |
==> power by group <==
part	switching [mW]	leakage [nW]	internal (mW)	total [mW]
clock	0.0829	0.0683	0.124	0.207
combinational	0.174	0.579	0.161	0.336
sequential	0.0757	0.512	0.386	0.461
==> stage by stage <==
stage               total power [mW]  hold WS [ns]
floorplan                      0.729         0.522
global placement               0.791         0.545
detailed placement             0.798         0.554
CTS                             1.01         0.576
global route                    1.08         0.607
finish                          1.00         0.575
==> layer usage <==
metal	routed length, µm	part of all wire [%]	global-route usage, %	vias to the layer above
met1	2490	53	17.7	881
met3	176	3.8	2.45	5
met4	61	1.3	1.03	0
met5	0	0	0	-
li1	-	-	-	977
met2	1960	42	15.5	29
==> final timing paths <==
| check | start | end | depth (start not counted) |
|---|---|---|---|
| worst max-delay path | data[0] | sum[14]$_SDFFCE_PP0P_ | 8 |
| worst min-delay path | average[1]$_DFFE_PP_ | average[2]$_DFFE_PP_ | 2 |
| worst max register to register | sum[0]$_SDFFCE_PP0P_ | sum[14]$_SDFFCE_PP0P_ | 7 |
| worst min register to register | average[1]$_DFFE_PP_ | average[2]$_DFFE_PP_ | 2 |
==> layout by cell type (no fill, tap or decap), types with 2 or more instances in the layout <==
master,instances
o21ai_0,16
a21oi_1,13
o21bai_1,2
o21a_1,5
xnor2_1,12
nor4_1,4
dfxtp_1,2
bufinv_16,2
nor2b_1,7
xor2_1,8
and3_1,4
a211oi_1,2
or3_2,2
a21boi_0,3
or4_1,2
edfxtp_1,48
nand2b_1,2
nor2_1,23
ha_1,17
o31ai_1,2
nand4_1,4
a21o_1,2
nand2_1,22
clkbuf_8,5
nor3_1,9
inv_1,9
buf_4,4
nand3_1,10
clkdlybuf4s50_1,16
==> cell type report <==
class | count | area (µm²) | area share, %
inverter | 9 | 33.8 | 1.04
multi-input combinational | 187 | 1260 | 38.9
timing repair buffer | 20 | 190 | 5.88
sequential | 50 | 1480 | 45.8
clock buffer | 5 | 68.8 | 2.13
tap | 108 | 135 | 4.17
clock inverter | 3 | 68.8 | 2.13
No activity file was given, so power comes from the tool's default toggle rates.
